==> flow/design.v <==
module  deep1_fifo#(
    parameter DATA_WIDTH = 8
) (
    input                       wclk,
    input                       wrstn,
    input [DATA_WIDTH - 1 : 0]  data_in,
    input                       wput,
    output                      wrdy,
    input                       rclk,
    input                       rrstn,
    input                       rget,
    output [DATA_WIDTH - 1 : 0] data_out,
    output                      rrdy
);
    wire wfire;
    wire rfire;
    assign wfire = wput && wrdy;
    assign rfire = rget && rrdy;
    reg wptr;
    reg wptr_r1;
    reg wptr_r2;
    always @(posedge wclk or negedge wrstn) begin
        if(!wrstn) begin
            wptr <= 'b0;
        end
        else if (wfire) begin
            wptr <= ~wptr;
        end
    end
    always @(posedge rclk or negedge rrstn) begin
        if(!rrstn) begin
            {wptr_r2,wptr_r1} <= 'b0;
        end
        else begin
            {wptr_r2,wptr_r1} <= {wptr_r1,wptr};
        end
    end
    assign rrdy = rptr ^ wptr_r2;
    reg rptr;
    reg rptr_r1;
    reg rptr_r2;
    always @(posedge rclk or negedge rrstn) begin
        if(!rrstn) begin
            rptr <= 'b0;
        end
        else if (rfire) begin
            rptr <= ~rptr;
        end
    end
    always @(posedge wclk or negedge wrstn) begin
        if(!wrstn) begin
            {rptr_r2,rptr_r1} <= 'b0;
        end
        else begin
            {rptr_r2,rptr_r1} <= {rptr_r1,rptr};
        end
    end
    assign wrdy = wptr ~^ rptr_r2;
    reg [DATA_WIDTH - 1 : 0] mem;
    always @(posedge wclk or negedge wrstn) begin
        if(!wrstn) begin
            mem <= {DATA_WIDTH{1'b0}};
        end
        else if(wfire) begin
            mem <= data_in;
        end
    end
    reg [DATA_WIDTH - 1 : 0] r_data_out;
    assign data_out = r_data_out;
    always @(posedge rclk or negedge rrstn) begin
        if(!rrstn) begin
            r_data_out <= {DATA_WIDTH{1'b0}};
        end
        else if(rfire) begin
            r_data_out <= mem;
        end
    end
endmodule
==> flow/run.sh <==
#!/bin/bash
# OpenROAD 26Q1-2900-gdf79404cd8, Yosys 0.63+post, stock flow scripts
make -C /OpenROAD-flow-scripts/flow DESIGN_CONFIG=/design/flow/config.mk WORK_HOME=/design/flow/orfs finish
==> flow/config.mk <==
export PLATFORM = sky130hd
export DESIGN_NAME = deep1_fifo
export DESIGN_NICKNAME = deep1_fifo
export VERILOG_FILES = /design/flow/design.v
export SDC_FILE = /design/flow/constraint.sdc
export NUM_CORES = 4
export LEC_CHECK = 1
export CORE_AREA = 10 10 87 87
export DIE_AREA = 0 0 97 97
==> flow/constraint.sdc <==
current_design deep1_fifo

set clk_period 1.9
set clk_io_pct 0.2

create_clock -name clk0 -period $clk_period [get_ports {rclk}]
create_clock -name clk1 -period $clk_period [get_ports {wclk}]

set non_clock_inputs [all_inputs -no_clocks]
set_input_delay [expr $clk_period * $clk_io_pct] -clock clk0 $non_clock_inputs
set_output_delay [expr $clk_period * $clk_io_pct] -clock clk0 [all_outputs]
==> impl.org <==
#+TITLE: Flow metrics

** Detailed routing
- The final layout contains routed wiring with a total length of 1.805 mm.
- Initial DRC Count :: 29
- Antenna fix cells :: 0
- DR pass1 iterations :: 2
- Sum of met2 wire segment lengths after detailed routing :: 523 um
- Vias per cell :: 3.204
- Post-Route M1 WL :: 966 um
- Per the detail_route report, routed wire per instance is 12.28 um.
- The highest metal layer carrying signal wires in the routed design is met4.
- Drc violations :: 0
- The count of nets left with antenna violations once routing finished came out at 0.
- Vias post-DR :: 471
- The routed design uses 261 um of met3 wire.

** Clock tree
- TritonCTS built the clock tree.
- Number of buffers added to fix hold violations after cts :: 0
- The clock drives 22 sinks.
- The number of setup buffers added after CTS is 0.
- Register clock-pin slew on the reported worst setup and hold paths :: 50 ps
- The report lists the number of cells resized after CTS as 0.

** Setup path
- Setup slack on the worst reg-to-reg path comes out at 660 ps.
- The worst setup path is captured at an output pin.
- Worst Setup Start Kind :: flip-flop
- Of all nets on the critical path, the largest fanout is 2.
- Arrival time of data at the critical path endpoint :: 1360 ps
- Critical path class :: reg2out
- The required time at the worst endpoint is listed as 1520 ps.

** Yosys
- Post-Synth AOI/OAI Area :: 0%
- Xor/xnor cell area share of the yosys netlist :: 3.135%
- Fraction of the mapped netlist area in simple logic gates :: 2.194%
- After synthesis the netlist holds a flip-flop and latch count of 22.
- Mux share :: 25.24%
- Unique cell type count in the Yosys netlist :: 8
- For reference, the top logic cell family by area is multiplexers.
- Per the post-synthesis report, the number of cells in the design is 45.
- Synthesized-area fraction occupied by adder cells :: 0%
- # Cells Yosys :: 45
- Post-synthesis sequential area ratio :: 68.97%
- Yosys-reported design area after synthesis :: 798.3 sq um
- Post-Synthesis Mean Instance Area :: 17.74 sq um
- Total of warnings raised by yosys :: 1
- The synthesized netlist occupies a cell area of 798.3 sq um.

** Global route
- Pin count of the biggest net entering global routing :: 12
- Overflow after GRT :: 0
- The number of antenna violations at the first check in global routing was 0.
- Global-route wire length before repair :: 3.029 mm
- Total routing resource utilization after global routing :: 3.996%
- Number of global-route vias before repair :: 559

** STA
- At the pin with the least slew margin, the transition time is 481.0 ps.
- The clock arrives with 3.012 ps of skew.
- Per the finish-stage timing summary, setup violations number 0.
- Total count of hold-check failures in the final report :: 0
- Setup total negative slack on the finished layout was measured at 0 ps.
- Counting pins that exceed their max-slew limit in the final report gives 0.
- Setup repair after global routing left no endpoint under its margin.
- Headroom to the max-slew limit came out at 67.83%.
- Across all hold checks on the routed design, the worst slack comes to 346.2 ps.

** Die
- Ports :: 24
- Die extent in y :: 97 um
- In this run the horizontal extent of the chip is 97 um.
- The chip occupies 0.009409 sq mm.
- Starting density of the core :: 14.15%
- Area of the core :: 0.005642 sq mm
- The floorplan has 27 rows.

** Outcome
- The run finished with clean final reports.

** Finish
- Count of filler cells inserted in the layout :: 582
- In the layout the commonest cells are sky130_fd_sc_hd__clkdlybuf4s50_1, sky130_fd_sc_hd__dfrtp_1, sky130_fd_sc_hd__mux2_2.
- Share of final-layout standard cells stronger than drive strength 1 :: 34.67%
- Final Instance Area :: 0.001199 sq mm
- Syn-to-layout area delta :: 50.16%

** Power and ir drop
- The flow reported a cell area power density of 1698 mW/mm^2.
- Static power due to leakage :: 0.0004894 uW
- Looking at the VDD voltage map, the peak drop is 0.0003810 V.

** Min path
- Classification of the worst-slack hold path :: reg2reg

** Placed design
- Final HPWL DP :: 1.522 mm
- Post-place instance area :: 0.001109 sq mm
- Final RePlAce weighted congestion :: 0.7902
- Count of buffers inserted at the top-level ports :: 22

** Run
- Count of max-cap constraint violations :: 0
- Number of logged tool warnings :: 26
## cells in the mapped netlist, drive strengths merged
library cell | instances | area, sq um
dfrtp | 22 | 550.5
inv | 1 | 3.750
mux2 | 17 | 191.4
mux2i | 1 | 10.01
nand2 | 2 | 17.52
xnor2 | 1 | 8.760
xor2 | 1 | 16.27
## where the power goes
| group | internal, uW | switching (uW) |
|---|---|---|
| registers | 716 | 146 |
| logic | 506 | 214 |
| clock network | 293 | 160 |
## path summary, 6_finish.rpt
check                              from             to  depth (start not counted)
min in group asynchronous         rrstn  r_data_out[7]                          1
min in group clk1               rptr_r1        rptr_r2                          0
worst max-delay path            rptr_r2           wrdy                          2
max in group asynchronous         wrstn         mem[4]                          1
worst max register to register  rptr_r2         mem[7]                          3
max in group clk1                  wput         mem[7]                          3
worst min register to register  wptr_r1        wptr_r2                          0
worst min-delay path            wptr_r1        wptr_r2                          0
## per-layer routing
metal / vias to the layer above / GRT usage, %
met5: - / 0
met4: 0 / 1.578
li1: 215 / -
met1: 226 / 5.774
met3: 4 / 3.295
met2: 26 / 3.885
## registers in the layout, indices dropped and copies added (netlist names)
register and flops:
wptr_r1 1, mem 8, r_data_out 8, rptr_r1 1
wptr 1, rptr_r2 1, wptr_r2 1, rptr 1
## logic make-up after synthesis
| family | after synthesis |
|---|---|
| xor+xnor | 2 |
| buf+inv | 1 |
| flops | 22 |
| mux | 18 |
| simple gates | 2 |
## worst max-delay path, stage by stage (launching register included)
cell,delay [ps]
sky130_fd_sc_hd__dfrtp_1,380
sky130_fd_sc_hd__xnor2_1,240
sky130_fd_sc_hd__clkdlybuf4s50_1,510
## cell type report
cell class              instances  area [sq um]  share of cell area [%]
well taps                      72         90.09                   7.516
clock buffers                   8         90.09                   7.516
repair buffers                 22         220.2                   18.37
inverters                       1         3.754                  0.3132
flip-flops and latches         22         550.5                   45.93
multi-input cells              22         244.0                   20.35
## per-stage QoR
step           worst slack [ps]  cells  utilization [%]  power (uW)
2_1_floorplan             766.7     45                -        1184
6_report                  155.6    147            21.25        2035
5_1_grt                   40.96    147            21.25        2189
3_5_place_dp              384.8    139            19.65        1600
4_1_cts                   123.4    147            21.25        2068
3_3_place_gp              388.2    139            19.65        1570
No activity file was given, so power comes from the tool's default toggle rates.
