==> /design/flow/design.v <==
module async_fifo (
    input [4 - 1 : 0]  wr_data,
    input                        wr_en,
    input                        wr_clk,
    input                        wr_rstn,
    output [4 - 1 : 0] rd_data,
    input                        rd_en,
    input                        rd_clk,
    input                        rd_rstn,
    output                       full,
    output                       empty
);
reg [3 : 0]      wr_ptr,rd_ptr;  
wire [3 : 0]     wr_ptr_gray,rd_ptr_gray;  
wire [3 - 1 : 0] wr_true_ptr,rd_true_ptr; 
assign wr_ptr_gray = wr_ptr ^ (wr_ptr >> 1);
assign rd_ptr_gray = rd_ptr ^ (rd_ptr >> 1);
assign wr_true_ptr = wr_ptr[3 - 1 : 0];
assign rd_true_ptr = rd_ptr[3 - 1 : 0];
reg [3 : 0] wr_ptr_gray_r1,wr_ptr_gray_r2;
reg [3 : 0] rd_ptr_gray_r1,rd_ptr_gray_r2;
always @(posedge wr_clk or negedge wr_rstn) begin
    if(!wr_rstn) begin
        rd_ptr_gray_r1 <= 'b0;
        rd_ptr_gray_r2 <= 'b0;
    end
    else begin
        rd_ptr_gray_r1 <= rd_ptr_gray;
        rd_ptr_gray_r2 <= rd_ptr_gray_r1;
    end
end
always @(posedge rd_clk or negedge rd_rstn) begin
    if(!rd_rstn) begin
        wr_ptr_gray_r1 <= 'b0;
        wr_ptr_gray_r2 <= 'b0;
    end
    else begin
        wr_ptr_gray_r1 <= wr_ptr_gray;
        wr_ptr_gray_r2 <= wr_ptr_gray_r1;
    end
end
assign full  = {~wr_ptr_gray[3 : 3 - 1],wr_ptr_gray[3 - 2 : 0]} == rd_ptr_gray_r2;
assign empty = wr_ptr_gray_r2 == rd_ptr_gray;
always @(posedge wr_clk or negedge wr_rstn) begin
    if(!wr_rstn) begin
        wr_ptr <= 'b0;
    end
    else if(!full && wr_en) begin
        wr_ptr <= wr_ptr + 1'b1;
    end
end
always @(posedge rd_clk or negedge rd_rstn) begin
    if(!rd_rstn) begin
        rd_ptr <= 'b0;
    end
    else if(!empty && rd_en) begin
        rd_ptr <= rd_ptr + 1'b1;
    end
end
reg [4 - 1 : 0] mem [8 - 1 : 0];
always @(posedge wr_clk or negedge wr_rstn) begin
    if(!wr_rstn) begin
    end
    else if(!full && wr_en) begin
        mem[wr_true_ptr] <= wr_data;
    end
end
reg r_rd_data;
assign rd_data = r_rd_data;
always @(posedge rd_clk or negedge rd_rstn) begin
    if(!rd_rstn) begin
    end
    else if(!empty && rd_en) begin
        r_rd_data <= mem[rd_true_ptr];
    end
end
endmodule
==> /design/flow/run.sh <==
#!/bin/bash
# OpenROAD 26Q1-2900-gdf79404cd8, Yosys 0.63+post, stock flow scripts
make -C /OpenROAD-flow-scripts/flow DESIGN_CONFIG=/design/flow/config.mk WORK_HOME=/design/flow/orfs finish
==> /design/flow/config.mk <==
export PLATFORM = sky130hd
export DESIGN_NAME = async_fifo
export DESIGN_NICKNAME = async_fifo
export VERILOG_FILES = /design/flow/design.v
export SDC_FILE = /design/flow/constraint.sdc
export NUM_CORES = 4
export LEC_CHECK = 1
export CORE_AREA = 10 10 101 101
export DIE_AREA = 0 0 111 111
==> /design/flow/constraint.sdc <==
current_design async_fifo

set clk_period 2.6
set clk_io_pct 0.2

create_clock -name clk0 -period $clk_period [get_ports {rd_clk}]
create_clock -name clk1 -period $clk_period [get_ports {wr_clk}]

set non_clock_inputs [all_inputs -no_clocks]
set_input_delay [expr $clk_period * $clk_io_pct] -clock clk0 $non_clock_inputs
set_output_delay [expr $clk_period * $clk_io_pct] -clock clk0 [all_outputs]
==> CHANGELOG.md <==
## Implementation

- Netlist Area Pre-Place: 1600 µm²
- I/O pins: 16
- Post-synth regs: 33
- Synth area leader: dfrtp_1
- Number of antenna violations at the first check in global routing: 0
- Die Area: 12300 µm²
- CTS tree: yes
- Arr. time, crit path: 1.99 ns
- Top cells, area: dfrtp_1 (38%), edfxtp_1 (17%), ha_1 (13%)
- Final core utilization: 25.0%
- Critical path fanouts, max: 5
- Setup tns final: 0 ns
- Startpoint types: flip-flop
- Synthesis area per yosys: 1600 µm²
- DR pass1 iterations: 4
- FFs w/ async S/R, synth: 72.7%
- Share of cells above drive strength 1: 22.5%
- Post-DP HPWL: 2.10 mm
- Final wirelength: 2.80 mm
- Met3 wire length: 207 µm
- Hold_buf cts: 0
- Final Hold Viols: 0
- Die height: 111 µm
- Routed vias: 964
- Synth Area per Inst: 12.5 µm²
- Grt ovf: 0
- Post-synthesis sequential area ratio: 54.5%
- Gp weighted congestion: 0.752
- Port bufs: 8
- Largest net degree at the start of global routing: 14
- Avg Vias per Cell: 3.77
- Cell Rows: 33
- Worst hold path type: flip-flop to flip-flop
- Post-synth EDFFs: 9
- Most frequent logic cell in the layout: dfrtp_1
- CTS clock-pin slew for the worst setup and hold paths: 0.06 ns
- Fillers: 829
- Setup Skew: 0.00576 ns
- Log Warnings: 39
- Yosys warnings: 2
- Yosys cell types: 36
- Global-route wire length before repair: 4.75 mm
- CP Class: flip-flop to output port
- Area growth from synthesis to layout: 27.2%
- Hold Worst Slack: 0.346 ns
- DR top layer: met4
- DR DRC count: 0
- Crit. path cell count: 7
- Post-route ant nets: 0
- Gr usage total: 4.65%
- Worst vdd ir: 0.312 mV
- Final number of setup-violating endpoints: 0
- Wire length per cell: 10.9 µm
- PwrDens: 1300 nW/µm²
- Status: finished, final reports clean
- Vias in the first global route: 975
- Power Total: 2.63 mW
- Met1 WL: 1.42 mm
- Reg2Reg Depth: 6
- Placeable core region: 8130 µm²
- CP Capture Type: output port
- Largest stage delay, worst path: 0.45 ns
- Fin. max-slew vios: 0
- Critical path buffers and inverters: 3
- Top cell area share: 37.6%
- Most frequent cells in the layout: dfrtp_1 (23), ha_1 (13), edfxtp_1 (9), buf_4 (9)
- Hold path depth: 0
- Main synth FF type: dfrtp_1
- DR iter-0 viols: 42
- Ys cells: 128
- CTS sink cnt: 33
- Critical Path, Cell by Cell: inv_4 > ha_4 > xor2_4 > nand2_2 > or2_4 > inv_1 > clkdlybuf4s50_1
- Die Span X: 111 µm
- Mapped Cells: 128
- Maxcap violations: 0
- ANT cells: 0
- Static Leak: 0.852 nW
- CP top delay family: buffers and inverters
- WP data required: 2.08 ns
- Core utilization before placement: 19.7%
- Met2 wire length: 1.13 mm
- Crit-path slowest cell: clkdlybuf4s50_1
==> what timing repair did <==
item,4_1_cts,5_1_grt
setup endpoints to repair,2,2
resized,6,8
pin swaps,2,1
buffers inserted,0,1
==> Yosys cell counts (all sizes together), types with 2 or more instances <==
library cell and number:
nand3b 2, o2111ai 2, o21a 2, nand2 8, xnor2 9, xor2 3, dfrtp 24, o21ai 6
and2 2, o22a 2, edfxtp 9, and3 7, ha 16, mux2i 3, nor2 5, buf 4
inv 9
==> stage by stage <==
stage          cells  instance area [µm²]  worst slack [ns]
4_1_cts          255                 1980            0.0115
3_3_place_gp     247                 1850             0.147
6_report         256                 2030            0.0912
5_1_grt          256                 2030         -0.000224
3_5_place_dp     247                 1850             0.108
2_1_floorplan    130                 1610             0.610
==> kinds of logic after synthesis <==
group	count (synthesis)	share of synthesized area (%)
AOI/OAI and AO/OA	21	10.2
xor gates and xnor gates	12	6.57
adders and majority gates	16	12.5
buffers and inverters	13	3.99
DFF	33	54.5
muxes	4	2.82
other	1	0.235
and+or+nand+nor	28	9.23
==> final cells by class <==
cell class | instances | area, µm² | share of cell area, %
clock buffers | 7 | 86.3 | 4.25
clock inverters | 1 | 5.00 | 0.246
inverters | 9 | 36.3 | 1.78
multi-input cells | 84 | 754 | 37.1
flip-flops and latches | 33 | 872 | 42.9
well taps | 105 | 131 | 6.46
repair buffers | 17 | 148 | 7.26
==> path summary, 6_finish.rpt <==
| check | start | endpoint | slack, ns |
|---|---|---|---|
| setup / recovery | rd_ptr[1] | empty | 0.09 |
| hold / removal | wr_ptr_gray_r1[3] | wr_ptr_gray_r2[3] | 0.35 |
| setup reg to reg | wr_ptr[1] | mem[0] | 0.64 |
| hold reg to reg | wr_ptr_gray_r1[3] | wr_ptr_gray_r2[3] | 0.35 |
| max in group clk1 | wr_ptr[1] | mem[0] | 0.64 |
| max in group asynchronous | wr_rstn | rd_ptr_gray_r1[3] | 1.71 |
| min in group clk1 | rd_ptr_gray_r1[2] | rd_ptr_gray_r2[2] | 0.35 |
| min in group asynchronous | wr_rstn | wr_ptr[2] | 0.49 |
==> registers in the layout, summed over array words and instances, names as in the netlist <==
register and flops:
rd_ptr_gray_r1 4, mem 8, wr_ptr_gray_r1 4, rd_ptr_gray_r2 4, wr_ptr_gray_r2 4, rd_ptr 4, wr_ptr 4, r_rd_data 1
==> per-layer routing <==
metal,vias to the layer above,global-route usage [%]
li1,482,-
met1,460,6.28
met2,16,6.37
met3,6,2.74
met4,0,0.694
met5,-,0
==> power breakdown <==
group | internal (mW) | total (mW) | switching, mW
registers | 0.755 | 0.908 | 0.153
logic | 0.699 | 1.35 | 0.651
clock network | 0.214 | 0.377 | 0.163
total | 1.67 | 2.63 | 0.966
Power is estimated from default activity; no workload was simulated.
